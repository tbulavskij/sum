==> design/flow/run.sh <==
#!/bin/bash
# OpenROAD 26Q1-2900-gdf79404cd8, Yosys 0.63+post, stock flow scripts
make -C /OpenROAD-flow-scripts/flow DESIGN_CONFIG=/design/flow/config.mk WORK_HOME=/design/flow/orfs finish
==> design/flow/config.mk <==
export PLATFORM = sky130hd
export DESIGN_NAME = sum
export DESIGN_NICKNAME = sum
export VERILOG_FILES = /design/flow/design.v
export SDC_FILE = /design/flow/constraint.sdc
export NUM_CORES = 4
export LEC_CHECK = 1
export CORE_UTILIZATION = 50
==> design/flow/constraint.sdc <==
current_design sum

set clk_period 1.5
set clk_io_pct 0.2

create_clock -name clk0 -period $clk_period [get_ports {clk}]

set non_clock_inputs [all_inputs -no_clocks]
set_input_delay [expr $clk_period * $clk_io_pct] -clock clk0 $non_clock_inputs
set_output_delay [expr $clk_period * $clk_io_pct] -clock clk0 [all_outputs]
==> design/flow/design.v <==
module half_sum (
  input   logic   halfsum_in1,  
  input   logic   halfsum_in2,
  output  logic   halfsum_out,
  output  logic   halfsum_nextbit_out
                );
 assign halfsum_out         = halfsum_in1 ^ halfsum_in2;
 assign halfsum_nextbit_out = halfsum_in1 & halfsum_in2;
 endmodule
 module sum #(
  parameter BUS_WIDTH = 32
  )
  (
  input   logic                    clk,
  input   logic                    arst,
  input   logic [BUS_WIDTH - 1:0]  sum_in1,  
  input   logic [BUS_WIDTH - 1:0]  sum_in2,
  input   logic                    sum_in_en, 
  output  logic [BUS_WIDTH - 1:0]  sum_out,
  output  logic                    sum_out_en,
  output  logic                    carry_bit_out,
  output  logic                    ready
  );
 logic [BUS_WIDTH - 1:0] sum_out_reg;
 logic [BUS_WIDTH - 1:0] carry_bit_out_reg; 
 logic [BUS_WIDTH*2 - 1:0] halfsum_in1;
 logic [BUS_WIDTH*2 - 1:0] halfsum_in2;
 logic [BUS_WIDTH*2 - 1:0] halfsum_out;
 logic [BUS_WIDTH*2 - 1:0] halfsum_nextbit_out;
 generate       
  genvar genindex; 
   for (genindex = 0; genindex < BUS_WIDTH*2 - 1; genindex++) begin 
    half_sum u1(
      .halfsum_in1         (halfsum_in1[genindex]),
      .halfsum_in2         (halfsum_in2[genindex]),
	    .halfsum_out         (halfsum_out[genindex]),
	    .halfsum_nextbit_out (halfsum_nextbit_out[genindex])
      );
   end
  endgenerate
always_ff @(posedge clk or negedge arst) begin
  if (arst == 0) begin
    carry_bit_out <= '0;
    sum_out       <= '0;
    sum_out_en    <=  0;
  end
  else begin
    if (sum_in_en) begin
      sum_out       <= sum_out_reg;
      carry_bit_out <= carry_bit_out_reg;
    end
    sum_out_en <= sum_in_en;
  end
end
assign ready = arst;
always_comb begin
  for (int block_index = 0; block_index < BUS_WIDTH*2; block_index+=2) begin
    if (block_index == 0) begin
      halfsum_in1[block_index] = sum_in1[block_index];
      halfsum_in2[block_index] = sum_in2[block_index];
      sum_out_reg[block_index] = halfsum_out[block_index];
    end
    else if (block_index == 2) begin
      halfsum_in1[block_index-1]  = sum_in1[block_index/2];
      halfsum_in2[block_index-1]  = sum_in2[block_index/2];
      halfsum_in1[block_index]    = halfsum_nextbit_out[block_index-2];
      halfsum_in2[block_index]    = halfsum_out[block_index - 1];
      sum_out_reg[block_index/2]	= halfsum_out[block_index];	 
    end
    else begin
      halfsum_in1[block_index-1]  = sum_in1[block_index/2];
      halfsum_in2[block_index-1]  = sum_in2[block_index/2];
      halfsum_in1[block_index]    = halfsum_nextbit_out[block_index-2] |  halfsum_nextbit_out[block_index-3];
      halfsum_in2[block_index]    = halfsum_out[block_index - 1];
      sum_out_reg[block_index/2]	= halfsum_out[block_index];	 
    end
  end
    carry_bit_out_reg = halfsum_nextbit_out[BUS_WIDTH*2 - 2] |  halfsum_nextbit_out[BUS_WIDTH*2 - 3];
end
endmodule
==> results.yml <==
# flow metrics
layout:
  area.sequential_um2: 850.8
  logic_area_mm2: 0.001216
  final_util: 0.8541
  fill_cells: 185
  fin_cells: 262
  largest_reg_flops: 32
  drive_above_1_share: 0.3692
  syn2layout_area_growth_pct: 58.11
yosys:
  ys_seq_frac: 0.4146
  ys_warn_count: 1
  ys_seq_elements: 34
  syn-cell-area_mm2: 0.002052
  synth_area_per_cell_um2: 18.83
  synth_stat.cells: 109
  synthesis.instances: 109
  yosysUniqueCellTypes: 11
  yosys_area_mm2: 0.002052
clock_tree:
  insertion_delay_ns: 0.28
  cts.hold.buffers_added: 0
  cts_tree: "yes"
  clkSinkCount: 34
  clk_pin_slew_ns: 0.06
  cts_max_path_buffers: 2
  postCtsSetupBuffers: 0
  root_buffer: "clkbuf_8"
  htreeDepth: 2
  cts_buffers: 5
routing:
  drc: 0
  via_per_inst: 4.882
  first_pass_iters: 3
  drtIter0Drc: 67
  routed_wl_um: 4429
  antenna_left: 0
  routedWlPerCell_um: 16.90
  diodes: 0
  vias: 1279
power_and_ir_drop:
  clkPwrFrac: 0.198
  p_sw_uw: 713.7
  p_seq_frac: 0.409
  ir_worst_vdd_uv: 620.3
  leakage_nw: 1.345
  p_per_area_mw_per_mm2: 947.0
  p_int_mw: 2.359
  swShare: 0.2323
  power_mw: 3.072
  combPwrFrac: 0.393
global_routing:
  grt_first_pass_wirelength_um: 7155
  antenna_found_initial: 0
  grt_overflow: 0
  track_usage: 0.2417
  grt_max_degree: 36
  grt_pass1_vias: 1414
final_timing:
  min_period_ns: 11.37
  rsz0062_at_grt: "true"
  finalSetupViolCount: 30
  slew_viol_final: 0
  hold-worst-slack_ns: 0.06924
  fin_skew_ns: 0
  finalHoldViolations: 0
  tightest_slew_ns: 0.4245
  worst_slack_ns: -9.866
  post-route-period-util: 7.577
  slew_headroom: 0.7170
  fmax_ghz: 0.08798
place:
  port_buffers: 101
  dp_hpwl_um: 3486
  gp_congestion: 0.7454
  dp.cells: 255
floorplan:
  fp_util: 0.5402
  die_h_um: 66.06
  fp.dieW_um: 66.06
  dieArea_mm2: 0.004364
  io_pins: 102
  core_area_mm2: 0.003799
  rows: 22
critical_path:
  startpoint: "sum_in1[0]"
  path_max_fanout: 1
  worstSetupPathType: "input port to register"
  rr_startpoint: "sum_out[19]"
  cp.required_ns: 1.67
  start_kind: "input port"
  cp.arrival_ns: 11.53
  cpMostUsedCell: "fa_2"
  max_stage_delay_ns: 0.40
  end_kind: "register"
  worst_path_max_delay_cell: "fa_2"
run:
  tool_warnings: 29
  maxCapViolCount: 0
outcome:
  violations: "negative setup slack"
  status: "finished with violations"
worst_hold_path:
  holdCritPathClass: "input port to asynchronous set/reset pin"
-- kinds of logic (layout without fill, tap and decap cells) --
family | Yosys count | in the layout | synth area share
buf+inv | 9 | 114 | 0.04573
flops | 34 | 34 | 0.4146
mux | 32 | 32 | 0.2268
fa+ha+maj | 32 | 32 | 0.3085
compound gates | 1 | 1 | 0.002437
simple gates | 1 | 1 | 0.001828
-- cell type report --
| type | instances | share of cell area |
|---|---|---|
| sequential | 34 | 0.2622 |
| multi-input combinational | 66 | 0.3749 |
| clock buffer | 7 | 0.02352 |
| inverter | 4 | 0.004628 |
| tap | 48 | 0.01851 |
| timing repair buffer | 103 | 0.3162 |
-- cells in the mapped netlist, drive strengths merged --
library cell,instances,area share
mux2,32,0.23
fa,31,0.30
dfrtp,34,0.41
nor2,1,0.0018
buf,5,0.038
inv,4,0.0073
ha,1,0.0061
a21oi,1,0.0024
-- power groups by stage --
stage	combinational (mW)	clock [mW]	sequential, mW
CTS	1.22	0.633	1.26
global route	1.32	0.682	1.28
finish	1.21	0.608	1.26
-- metrics by stage --
step           setup TNS, ns  setup WS, ns  cell area [um^2]
6_report             -157.27        -9.866              3244
5_1_grt              -160.94        -10.10              3244
4_1_cts              -157.39        -9.878              3241
3_5_place_dp         -178.57        -10.56              3152
3_3_place_gp         -177.17        -10.49              3152
2_1_floorplan        -158.39        -9.801              2142
-- cells in the final DEF (no fill, tap or decap) --
cell             instances
buf_4                    1
buf_2                    3
mux2_4                  32
clkdlybuf4s50_1         95
dfrtp_1                 34
buf_6                    2
fa_2                    31
a21oi_2                  1
buf_12                   1
nor2_1                   1
clkbuf_8                 5
clkdlybuf4s15_1          1
ha_4                     1
clkbuf_1                 2
inv_2                    2
inv_1                    2
-- path summary, 6_finish.rpt --
| kind | depth (start not counted) | slack [ns] | to |
|---|---|---|---|
| min in group clk0 | 3 | 0.37 | sum_out[0] |
| hold / removal | 2 | 0.07 | sum_out[5] |
| max in group asynchronous | 2 | 1.13 | sum_out[2] |
| setup reg to reg | 1 | 0.72 | sum_out[19] |
| setup / recovery | 36 | -9.87 | sum_out[31] |
| hold reg to reg | 1 | 0.51 | sum_out[1] |
-- repair_timing --
action | in CTS | in global routing
gates resized | 20 | 1
endpoints found under the setup margin | 31 | 30
pin swaps | 0 | 0
-- layer usage --
metal | part of all wire | global-route usage | vias up | wire length (um)
met5 | 0 | 0 | - | 0
met4 | 0.0097 | 0.01862 | 0 | 43
met3 | 0.12 | 0.1101 | 5 | 529
met2 | 0.46 | 0.3444 | 66 | 2027
met1 | 0.41 | 0.3875 | 647 | 1829
li1 | - | - | 561 | -
-- worst max-delay path, delay by kind of cell --
kind	cells	cell delay, ns
muxes	1	0.26
buffers and inverters	3	0.21
adders and majority gates	32	10.75
Power is estimated from default activity; no workload was simulated.
